===== config.mk =====
export PLATFORM = sky130hd
export DESIGN_NAME = clint
export DESIGN_NICKNAME = clint
export VERILOG_FILES = /design/flow/design.v
export SDC_FILE = /design/flow/constraint.sdc
export NUM_CORES = 4
export LEC_CHECK = 1
export CORE_UTILIZATION = 30

===== constraint.sdc =====
current_design clint

set clk_period 15.1
set clk_io_pct 0.2

create_clock -name clk0 -period $clk_period [get_ports {clk}]

set non_clock_inputs [all_inputs -no_clocks]
set_input_delay [expr $clk_period * $clk_io_pct] -clock clk0 $non_clock_inputs
set_output_delay [expr $clk_period * $clk_io_pct] -clock clk0 [all_outputs]

===== design.v =====
package opcodes;
    localparam [31:0] BEQ = 32'b?????????????????000?????1100011;
    localparam [31:0] BNE = 32'b?????????????????001?????1100011;
    localparam [31:0] BLT = 32'b?????????????????100?????1100011;
    localparam [31:0] BGE = 32'b?????????????????101?????1100011;
    localparam [31:0] BLTU = 32'b?????????????????110?????1100011;
    localparam [31:0] BGEU = 32'b?????????????????111?????1100011;
    localparam [31:0] JALR = 32'b?????????????????000?????1100111;
    localparam [31:0] JAL = 32'b?????????????????????????1101111;
    localparam [31:0] LUI = 32'b?????????????????????????0110111;
    localparam [31:0] AUIPC = 32'b?????????????????????????0010111;
    localparam [31:0] ADDI = 32'b?????????????????000?????0010011;
    localparam [31:0] SLLI = 32'b000000???????????001?????0010011;
    localparam [31:0] SLTI = 32'b?????????????????010?????0010011;
    localparam [31:0] SLTIU = 32'b?????????????????011?????0010011;
    localparam [31:0] XORI = 32'b?????????????????100?????0010011;
    localparam [31:0] SRLI = 32'b000000???????????101?????0010011;
    localparam [31:0] SRAI = 32'b010000???????????101?????0010011;
    localparam [31:0] ORI = 32'b?????????????????110?????0010011;
    localparam [31:0] ANDI = 32'b?????????????????111?????0010011;
    localparam [31:0] ADD = 32'b0000000??????????000?????0110011;
    localparam [31:0] SUB = 32'b0100000??????????000?????0110011;
    localparam [31:0] SLL = 32'b0000000??????????001?????0110011;
    localparam [31:0] SLT = 32'b0000000??????????010?????0110011;
    localparam [31:0] SLTU = 32'b0000000??????????011?????0110011;
    localparam [31:0] XOR = 32'b0000000??????????100?????0110011;
    localparam [31:0] SRL = 32'b0000000??????????101?????0110011;
    localparam [31:0] SRA = 32'b0100000??????????101?????0110011;
    localparam [31:0] OR = 32'b0000000??????????110?????0110011;
    localparam [31:0] AND = 32'b0000000??????????111?????0110011;
    localparam [31:0] LB = 32'b?????????????????000?????0000011;
    localparam [31:0] LH = 32'b?????????????????001?????0000011;
    localparam [31:0] LW = 32'b?????????????????010?????0000011;
    localparam [31:0] LBU = 32'b?????????????????100?????0000011;
    localparam [31:0] LHU = 32'b?????????????????101?????0000011;
    localparam [31:0] SB = 32'b?????????????????000?????0100011;
    localparam [31:0] SH = 32'b?????????????????001?????0100011;
    localparam [31:0] SW = 32'b?????????????????010?????0100011;
    localparam [31:0] FENCE = 32'b?????????????????000?????0001111;
    localparam [31:0] FENCE_I = 32'b?????????????????001?????0001111;
    localparam [31:0] ECALL = 32'b00000000000000000000000001110011;
    localparam [31:0] EBREAK = 32'b00000000000100000000000001110011;
    localparam [31:0] CSRRW = 32'b?????????????????001?????1110011;
    localparam [31:0] CSRRS = 32'b?????????????????010?????1110011;
    localparam [31:0] CSRRC = 32'b?????????????????011?????1110011;
    localparam [31:0] CSRRWI = 32'b?????????????????101?????1110011;
    localparam [31:0] CSRRSI = 32'b?????????????????110?????1110011;
    localparam [31:0] CSRRCI = 32'b?????????????????111?????1110011;
    localparam [31:0] MUL = 32'b0000001??????????000?????0110011;
    localparam [31:0] MULH = 32'b0000001??????????001?????0110011;
    localparam [31:0] MULHSU = 32'b0000001??????????010?????0110011;
    localparam [31:0] MULHU = 32'b0000001??????????011?????0110011;
    localparam [31:0] DIV = 32'b0000001??????????100?????0110011;
    localparam [31:0] DIVU = 32'b0000001??????????101?????0110011;
    localparam [31:0] REM = 32'b0000001??????????110?????0110011;
    localparam [31:0] REMU = 32'b0000001??????????111?????0110011;
    localparam [31:0] SP_FLW = 32'b?????????????????010?????0000111;
    localparam [31:0] SP_FSW = 32'b?????????????????010?????0100111;
    localparam [31:0] SP_FMADD = 32'b?????00??????????????????1000011;
    localparam [31:0] SP_FMSUB = 32'b?????00??????????????????1000111;
    localparam [31:0] SP_FNMSUB = 32'b?????00??????????????????1001011;
    localparam [31:0] SP_FNMADD = 32'b?????00??????????????????1001111;
    localparam [31:0] SP_FADD = 32'b0000000??????????????????1010011;
    localparam [31:0] SP_FSUB = 32'b0000100??????????????????1010011;
    localparam [31:0] SP_FMUL = 32'b0001000??????????????????1010011;
    localparam [31:0] SP_FDIV = 32'b0001100??????????????????1010011;
    localparam [31:0] SP_FSQRT = 32'b010110000000?????????????1010011;
    localparam [31:0] SP_FSGNJ = 32'b0010000??????????000?????1010011;
    localparam [31:0] SP_FSGNJN = 32'b0010000??????????001?????1010011;
    localparam [31:0] SP_FSGNJX = 32'b0010000??????????010?????1010011;
    localparam [31:0] SP_FMIN = 32'b0010100??????????000?????1010011;
    localparam [31:0] SP_FMAX = 32'b0010100??????????001?????1010011;
    localparam [31:0] SP_FCVT_W_S = 32'b110000000000?????????????1010011;
    localparam [31:0] SP_FCVT_WU_S = 32'b110000000001?????????????1010011;
    localparam [31:0] SP_FMV_X_W = 32'b111000000000?????000?????1010011;
    localparam [31:0] SP_FEQ = 32'b1010000??????????010?????1010011;
    localparam [31:0] SP_FLT = 32'b1010000??????????001?????1010011;
    localparam [31:0] SP_FLE = 32'b1010000??????????000?????1010011;
    localparam [31:0] SP_FCLASS = 32'b111000000000?????001?????1010011;
    localparam [31:0] SP_FCVT_S_W = 32'b110100000000?????????????1010011;
    localparam [31:0] SP_FCVT_S_WU = 32'b110100000001?????????????1010011;
    localparam [31:0] SP_FMV_W_X = 32'b111100000000?????000?????1010011;
    localparam [31:0] DP_FLD = 32'b?????????????????011?????0000111;
    localparam [31:0] DP_FSD = 32'b?????????????????011?????0100111;
    localparam [31:0] DP_FMADD = 32'b?????01??????????????????1000011;
    localparam [31:0] DP_FMSUB = 32'b?????01??????????????????1000111;
    localparam [31:0] DP_FNMSUB = 32'b?????01??????????????????1001011;
    localparam [31:0] DP_FNMADD = 32'b?????01??????????????????1001111;
    localparam [31:0] DP_FADD = 32'b0000001??????????????????1010011;
    localparam [31:0] DP_FSUB = 32'b0000101??????????????????1010011;
    localparam [31:0] DP_FMUL = 32'b0001001??????????????????1010011;
    localparam [31:0] DP_FDIV = 32'b0001101??????????????????1010011;
    localparam [31:0] DP_FSQRT = 32'b010110100000?????????????1010011;
    localparam [31:0] DP_FSGNJ = 32'b0010001??????????000?????1010011;
    localparam [31:0] DP_FSGNJN = 32'b0010001??????????001?????1010011;
    localparam [31:0] DP_FSGNJX = 32'b0010001??????????010?????1010011;
    localparam [31:0] DP_FMIN = 32'b0010101??????????000?????1010011;
    localparam [31:0] DP_FMAX = 32'b0010101??????????001?????1010011;
    localparam [31:0] DP_FCVT_S_D = 32'b010000000001?????????????1010011;
    localparam [31:0] DP_FCVT_D_S = 32'b010000100000?????????????1010011;
    localparam [31:0] DP_FEQ = 32'b1010001??????????010?????1010011;
    localparam [31:0] DP_FLT = 32'b1010001??????????001?????1010011;
    localparam [31:0] DP_FLE = 32'b1010001??????????000?????1010011;
    localparam [31:0] DP_FCLASS = 32'b111000100000?????001?????1010011;
    localparam [31:0] DP_FCVT_W_D = 32'b110000100000?????????????1010011;
    localparam [31:0] DP_FCVT_WU_D = 32'b110000100001?????????????1010011;
    localparam [31:0] DP_FCVT_D_W = 32'b110100100000?????????????1010011;
    localparam [31:0] DP_FCVT_D_WU = 32'b110100100001?????????????1010011;
    localparam [31:0] AMO_ADD = 32'b00000????????????010?????0101111;
    localparam [31:0] AMO_XOR = 32'b00100????????????010?????0101111;
    localparam [31:0] AMO_OR = 32'b01000????????????010?????0101111;
    localparam [31:0] AMO_AND = 32'b01100????????????010?????0101111;
    localparam [31:0] AMO_MIN = 32'b10000????????????010?????0101111;
    localparam [31:0] AMO_MAX = 32'b10100????????????010?????0101111;
    localparam [31:0] AMO_MINU = 32'b11000????????????010?????0101111;
    localparam [31:0] AMO_MAXU = 32'b11100????????????010?????0101111;
    localparam [31:0] AMO_SWAP = 32'b00001????????????010?????0101111;
    localparam [31:0] AMO_LR = 32'b00010??00000?????010?????0101111;
    localparam [31:0] AMO_SC = 32'b00011????????????010?????0101111;
    localparam [31:0] SRET = 32'b00010000001000000000000001110011;
    localparam [31:0] MRET = 32'b00110000001000000000000001110011;
    localparam [31:0] SFENCE_VMA = 32'b0001001??????????000000001110011;
    localparam [31:0] WFI = 32'b00010000010100000000000001110011;
    localparam [31:0] CBO_INVAL = 32'b000000000000?????010000000001111;
    localparam [31:0] CBO_CLEAN = 32'b000000000001?????010000000001111;
    localparam [31:0] CBO_FLUSH = 32'b000000000010?????010000000001111;
    localparam [31:0] CUSTOM = 32'b?????????????????????????1111011;
endpackage
package debug_cfg_types;
    parameter DTMCS_USER_REG = 3;
    parameter DMI_USER_REG = 4;
    parameter HARTSELLEN = 9;  
    parameter NUM_CPUS = 4;
        typedef struct packed{
        logic [31:29] zero1;
        logic [28:24] progsize;
        logic [23:13] zero2;
        logic busy;
        logic zero3;
        logic[10:8] cmderr;
        logic [7:4] zero4;
        logic [3:0] datacount;
    } abstract_control_and_status_t;
    typedef struct packed{
        logic [13:0] zero1;
        logic dmihardreset;
        logic dmireset;
        logic zero2;
        logic [2:0] idle;
        logic [1:0] dmistat;
        logic [5:0] abits;
        logic [3:0] version;
    } dtmcs_t;
    typedef struct packed{
        logic [6:0] address;
        logic [31:0] data;
        logic [1:0] op;
    } dmi_t;    
      typedef struct packed{
          logic [7:0] cmdtype;
          logic zero1;
          logic [2:0] size;
          logic zero2;
          logic postexec;
          logic transfer;
          logic write;
          logic [15:0] regno;
      } abstract_command_t;    
    typedef enum bit [6:0] {
        ABSTRACT_DATA0 = 7'h04,
        ABSTRACT_DATA1 = 7'h05,
        ABSTRACT_DATA2 = 7'h06,
        DEBUG_MODULE_CONTROL = 7'h10,
        DEBUG_MODULE_STATUS = 7'h11,
        HART_INFO = 7'h12,
        HALT_SUMMARY = 7'h13,
        HART_ARRAY_WINDOW_SELECT = 7'h14,
        HART_ARRAY_WINDOW = 7'h15,
        ABSTRACT_CONTROL_AND_STATUS = 7'h16,
        ABSTRACT_COMMAND = 7'h17,
        ABSTRACT_COMMAND_AUTOEXEC = 7'h18,
        CONFIG_STRING_ADDR0 = 7'h19,
        CONFIG_STRING_ADDR1 = 7'h1a,
        CONFIG_STRING_ADDR2 = 7'h1b,
        CONFIG_STRING_ADDR3 = 7'h1c,
        PROGRAM_BUFFER0 = 7'h20,
        PROGRAM_BUFFER1 = 7'h21,
        PROGRAM_BUFFER2 = 7'h22,
        PROGRAM_BUFFER3 = 7'h23,
        PROGRAM_BUFFER4 = 7'h24,
        PROGRAM_BUFFER5 = 7'h25,
        PROGRAM_BUFFER6 = 7'h26,
        PROGRAM_BUFFER7 = 7'h27,
        PROGRAM_BUFFER8 = 7'h28,
        PROGRAM_BUFFER9 = 7'h29,
        PROGRAM_BUFFER10 = 7'h2a,
        PROGRAM_BUFFER11 = 7'h2b,
        PROGRAM_BUFFER12 = 7'h2c,
        PROGRAM_BUFFER13 = 7'h2d,
        PROGRAM_BUFFER14 = 7'h2e,
        PROGRAM_BUFFER15 = 7'h2f
    } dm_addr_map_t;
    typedef enum bit [15:0] {
        DEBUG_CSR = 16'h7b0,
        DEBUG_PC = 16'h7b1,
        DEBUG_SCRATCH1 = 16'h7b2,
        DEBUG_SCRATCH2 = 16'h7b3
        } riscv_debug_addr_map_t;
    typedef enum bit [1:0] {
        DMI_OP_NOP = 2'b00,
        DMI_OP_READ = 2'b01,
        DMI_OP_WRITE = 2'b10,
        DMI_OP_RESERVED = 2'b11
    } dmi_jtag_op_t;    
    typedef enum bit [1:0] {
        DMI_STATUS_SUCCESS = 2'b00,
        DMI_STATUS_RESERVED = 2'b01,
        DMI_STATUS_FAILED = 2'b10,
        DMI_STATUS_BUSY = 2'b11
    } dmi_response_op_t;        
    typedef struct packed{
        logic[31:23] zero1;
        logic impebreak;
        logic[21:20] zero2;
        logic allhavereset;
        logic anyhavereset;
        logic allresumeack;
        logic anyresumeack;
        logic allnonexistent;
        logic anynonexistent;
        logic allunavail;
        logic anyunavail;
        logic allrunning;
        logic anyrunning;
        logic allhalted;
        logic anyhalted;
        logic authenticated;
        logic authbusy;
        logic zero3; 
        logic cfgstrvalid;
        logic [3:0] version;
    } DM_Status_t;
    typedef struct packed{
        logic haltreq;
        logic resumereq;
        logic hartreset;
        logic ackhavereset;
        logic zero1;
        logic hasel; 
        logic [25:16] hartsello;
        logic [15:6] hartselhi; 
        logic [5:2] zero2;
        logic ndmreset;
        logic dmactive;
    } DM_control_t;
        typedef struct packed{
        logic [31:24] zero1;
        logic [23:20] nscratch;
        logic [19:17] zero2;
        logic dataaccess;
        logic [15:12] datasize;
        logic [11:0] dataaddr;
    } hart_info_t;
    typedef struct packed {    
        logic [6:0] address;
        logic [31:0] jtag_data;
        logic [31:0] dmi_data;
        logic new_request;
        logic rnw;
        logic handled;
        logic [1:0] response;
    }dmi_interface_t;
    typedef struct packed{
        logic [6:0] address;
        logic [31:0] jtag_data;
        logic new_request;
        logic rnw;
    } jtag_commands_t;
endpackage
interface dmi_interface;
    logic [6:0] address;
    logic [31:0] jtag_data;
    logic [31:0] dmi_data;
    logic new_request;
    logic rnw;
    logic handled;
    logic [1:0] response;
    modport jtag (
            input handled, response, dmi_data,
            output address, jtag_data, new_request, rnw);
    modport dmi (
            output handled, response, dmi_data,
            input address, jtag_data, new_request, rnw);
endinterface
interface dmi_cpu_interface;
    logic halt;
    logic resume;
    logic reset;
    logic halt_ack;
    logic resume_ack;
    logic reset_ack;
    logic halt_ack_recv;
    logic resume_ack_recv;
    logic running;
    logic [31:0] read_data;
    logic [31:0] write_data;
    logic [31:0] read_write_addr;
    logic [3:0] program_buffer_addr;
    logic [31:0] program_buffer_data;
    logic rnw;
    logic rnw_ack;
    logic rnw_new_request;
    modport dmi (
            input halt_ack, resume_ack,program_buffer_addr, reset_ack,running,halt_ack_recv,resume_ack_recv,read_data,rnw_ack,
            output halt, resume,program_buffer_data,reset,write_data,rnw_new_request,rnw,read_write_addr);
    modport cpu (
            output halt_ack, resume_ack,program_buffer_addr, reset_ack,running,halt_ack_recv,resume_ack_recv,read_data,rnw_ack,
            input halt, resume, program_buffer_data,reset,write_data,rnw_new_request,rnw,read_write_addr);
endinterface  
module clint
    #(
        parameter int unsigned NUM_CORES = 1
    ) (
        input logic clk,
        input logic rst,
        input logic write_mtime,
        input logic write_mtimecmp,
        input logic write_msip,
        input logic write_upper,  
        input logic [(NUM_CORES == 1) ? 0 : ($clog2(NUM_CORES)-1) : 0] write_msip_core,
        input logic [(NUM_CORES == 1) ? 0 : ($clog2(NUM_CORES)-1) : 0] write_mtimecmp_core,
        input logic[31:0] write_data,
        output logic[1:0][31:0] mtime,
        output logic[NUM_CORES-1:0][1:0][31:0] mtimecmp,
        output logic[NUM_CORES-1:0] msip,
        output logic[NUM_CORES-1:0] mtip
    );
    logic[63:0] mtime_p_1;
    assign mtime_p_1 = {mtime[1], mtime[0]} + 1;
    always_ff @(posedge clk) begin
        if (rst) begin
            mtime <= '0;
            mtimecmp <= '1;  
            msip <= '0;
        end
        else begin
            for (int i = 0; i < NUM_CORES; i++)
                mtip[i] <= {mtime[1], mtime[0]} >= {mtimecmp[i][1], mtimecmp[i][0]};
            mtime[1] <= write_mtime & write_upper ? write_data : mtime_p_1[63:32];
            mtime[0] <= write_mtime & ~write_upper ? write_data : mtime_p_1[31:0];
            for (int i = 0; i < NUM_CORES; i++) begin     
                mtimecmp[i][1] <= write_mtimecmp & write_upper & i == int'(write_mtimecmp_core) ? write_data : mtimecmp[i][1];           
                mtimecmp[i][0] <= write_mtimecmp & ~write_upper & i == int'(write_mtimecmp_core) ? write_data : mtimecmp[i][0];
            end
            if (write_msip)
                msip[write_msip_core] <= write_data[0];  
        end
    end
endmodule

===== run.sh =====
#!/bin/bash
# OpenROAD 26Q1-2900-gdf79404cd8, Yosys 0.63+post, stock flow scripts
make -C /OpenROAD-flow-scripts/flow DESIGN_CONFIG=/design/flow/config.mk WORK_HOME=/design/flow/orfs finish

==> impl_metrics.toml <==
# physical design summary
[layout]
drive_gt1_frac = 0.0505
fin_area_mm2 = 0.00966
lay_top_count = "clkdlybuf4s50_1"
areaGrowthSynthToFinish_pct = 36.6
fillers = 2225
final_cell_mix = "169 x clkdlybuf4s50_1, 129 x dfxtp_1, 108 x nand2_1, 66 x inv_1, 65 x ha_1"

[global_routing]
use_met1 = 0.283
antenna_found_initial = 0
grt_overflow = 0
top_usage_layer = "met2"
grtUsageMet3 = 0.0455
gr-usage-all-layers = 0.192
grt_pass1_wl_um = 35000
grt_pass1_vias = 6233
grt_max_degree = 77
grtUsageMet2 = 0.296

[hold_path]
hold_path_class = "reg2reg"
hold_depth = 2

[critical_path]
crit_top_cell = "buf_4"
crit_chain = "clkdlybuf4s50_1 -> buf_4 -> inv_2 -> buf_4 -> o21ai_0 -> a21oi_1"
crit_path_start_kind = "input pin"
slowest_stage = "buf_4"
worstPathRequired_ns = 15.45
critical_path_arrival_ns = 5.18
r2r-start = "mtime[29]$_SDFF_PP0_"
timing.rr.end = "mtime[56]$_SDFF_PP0_"
reg2reg_slack_ns = 12.67
crit_type = "in2reg"
cp-end-kind = "register"
critPathMaxStageDelay_ns = 0.67
worst_r2r_path_depth = 6
critPathMaxFanout = 76

[clocking]
cts_num_sinks = 130
clk_pin_slew_ns = 0.06
clk_latency_ns = 0.42
ctsHoldBuffers = 0
cts_tree = "done"
htreeDepth = 4
post_cts_buffers = 0
numCtsBuffers = 17
cts-root-buf = "clkbuf_16"
clock_path_buffers = 2
cts_resized = 0

[synth]
synthCells = 847
synth_area_mm2 = 0.00707
synth.distinct_cells = 43
avgSynthCellArea_um2 = 8.35
edf_count = 1
yosys_warnings = 122
synth_flop_count = 130
ys_cells = 847
seq_area_frac_synth = 0.369
synthArstFlopShare = 0
synthFlopType = "dfxtp_1"
yosys-stat-area_mm2 = 0.00707

[power]
finalPower_mw = 0.951
p_clk_frac = 0.460
leakage_nw = 4.16
seqPwrFrac = 0.410
p_switching_mw = 0.242
pwr-share-comb = 0.129
power.internal_mw = 0.709
p_per_area_mw_per_mm2 = 98.5
swShare = 0.254
ir_drop_uv = 68.2

[die]
die_w_um = 156
io_pins = 170
core_mm2 = 0.0228
rows = 55
die_y_um = 156
fp_util = 0.310
die_area_mm2 = 0.0242

[flow_run]
warnings = 25
drv_cap = 0

[run_status]
outcome = "completed"

[detailed_routing]
drtIter0Drc = 324
antenna_left = 0
drt-pass1-iter-count = 5
antenna_cells = 0
routed_wl_um = 22400
wl_per_cell_um = 17.0
viasPerCell = 4.95
drc = 0
vias = 6550

[place]
place_area_mm2 = 0.00904
place_hpwl_um = 16400
preCtsSetupSlack_ns = 9.86
io_buffers = 169
gp_congestion = 0.829

[timing]
rsz0062_at_grt = "false"
slew_headroom = 0.480
max_freq_ghz = 0.207
finalSetupViolations = 0
hold_viol_final = 0
slew_viol_final = 0
finalCriticalPeriod_ns = 4.84
skew_ns = 0.00805
tightest_slew_ns = 0.780
fin_crit_sh = 0.320
final.setup.tns_ns = 0
worst_slack_ns = 10.26
[logic make-up (layout without fill, tap and decap cells)]
group,Yosys count,after routing,share of synthesized area
adder cells (fa/ha/maj),65,65,0.115
AND-OR/OR-AND,218,218,0.194
buffers and inverters,114,276,0.0619
XOR/XNOR,56,56,0.0693
flip-flops,130,130,0.369
multiplexers,3,3,0.00425
AND/OR/NAND/NOR,261,261,0.186
[worst max-delay path by stage]
stage / from / end / slack (ns) / cells past startpoint
after CTS: rst / mtime[27]$_SDFF_PP0_ / 10.30 / 6
after global routing: rst / mtime[49]$_SDFF_PP0_ / 10.05 / 6
final: rst / mtime[43]$_SDFF_PP0_ / 10.26 / 6
[registers in the layout, indices dropped and copies added (netlist names), named ones only]
name,cells
mtip,1
mtimecmp,64
mtime,64
[per-stage QoR]
stage                      util  cells  hold WS [ns]
after floorplan               -    847         0.437
after CTS                 0.423   1322         0.511
after global routing      0.423   1322         0.531
final                     0.423   1322         0.510
after global placement    0.396   1290         0.491
after detailed placement  0.396   1290         0.491
[power groups by stage]
stage	Clock (mW)	Sequential, mW	Combinational [mW]
4_1_cts	0.444	0.391	0.124
5_1_grt	0.462	0.394	0.139
6_report	0.438	0.390	0.123
[worst max-delay path, delay by kind of cell]
family | cells | cell delay (ns)
compound gates | 2 | 0.38
buf+inv | 4 | 1.69
[final cells by class]
type	instances	area (um2)	share of cell area
Clock buffer	19	433	0.0448
Clock inverter	13	186	0.0193
Inverter	67	251	0.0260
Multi-Input combinational cell	603	4030	0.418
Sequential cell	130	2610	0.270
Tap cell	313	392	0.0405
Timing Repair Buffer	177	1750	0.181
[Yosys cell counts, types with 2 or more instances]
| master | count | area share |
|---|---|---|
| dfxtp_1 | 129 | 0.37 |
| nand2_1 | 109 | 0.058 |
| inv_1 | 66 | 0.035 |
| ha_1 | 65 | 0.11 |
| o211ai_1 | 64 | 0.068 |
| a21oi_1 | 53 | 0.038 |
| o21ai_0 | 53 | 0.038 |
| nor2_1 | 44 | 0.023 |
| xor2_1 | 41 | 0.051 |
| clkbuf_1 | 37 | 0.020 |
| a211oi_1 | 29 | 0.031 |
| nand3_1 | 27 | 0.019 |
| nand4_1 | 19 | 0.017 |
| and3_1 | 16 | 0.014 |
| xnor2_1 | 15 | 0.019 |
| and4_1 | 13 | 0.016 |
| or3_1 | 8 | 0.0071 |
| a21o_1 | 6 | 0.0064 |
| a31oi_1 | 6 | 0.0053 |
| buf_2 | 5 | 0.0035 |
| a221oi_1 | 4 | 0.0050 |
| buf_1 | 4 | 0.0021 |
| nor2b_1 | 4 | 0.0035 |
| nor3_1 | 4 | 0.0028 |
| mux2i_1 | 3 | 0.0042 |
| and2_1 | 2 | 0.0018 |
| nand2b_1 | 2 | 0.0018 |
| nand3_2 | 2 | 0.0028 |
| nor4_1 | 2 | 0.0018 |
| nor4_4 | 2 | 0.0060 |
[metal layers]
metal,routed length [um],up-vias
met5,0,-
met1,10600,3014
met4,359,0
met3,1520,22
met2,9970,189
li1,-,3325
Power and IR drop assume default switching activity.
